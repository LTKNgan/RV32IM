<file path="flow/config.mk">
export PLATFORM = sky130hd
export DESIGN_NAME = fifo_buffer
export DESIGN_NICKNAME = fifo_buffer
export VERILOG_FILES = /design/flow/design.v
export SDC_FILE = /design/flow/constraint.sdc
export NUM_CORES = 4
export LEC_CHECK = 1
export CORE_UTILIZATION = 50
</file>
<file path="flow/constraint.sdc">
current_design fifo_buffer

set clk_period 4.7
set clk_io_pct 0.2

create_clock -name clk0 -period $clk_period [get_ports {clk}]

set non_clock_inputs [all_inputs -no_clocks]
set_input_delay [expr $clk_period * $clk_io_pct] -clock clk0 $non_clock_inputs
set_output_delay [expr $clk_period * $clk_io_pct] -clock clk0 [all_outputs]
</file>
<file path="flow/design.v">
module fifo_buffer  
(
    input       clk, SYS_reset,
    input       write_request,   
    input[7:0]  data_in, 
    input       read_request,  
    output reg  full, 
    output reg  empty,         
    output reg  data_valid,
    output reg [7:0] data_out  
);
    reg  [7:0] mem[0:31];  
    reg  [4:0] write_pointer, read_pointer;        
    integer i;
    always @(posedge clk)  
    begin  
        if(SYS_reset)
        begin
            write_pointer <= 0;  
            full          <= 0;
            empty         <= 1;
            read_pointer  <= 0;
            data_valid    <= 0;
            data_out      <= 0;
            for (i = 0; i <= 31; i = i + 1) 
                mem[i] <= 0;
        end
        else
        begin
            if (write_request)
            begin
                if (!full) 
                begin
                    mem[write_pointer] <= data_in;
                    write_pointer      <= write_pointer + 1;
                    empty              <= 0;
                    if ((write_pointer + 1 == read_pointer) || (write_pointer == 31 && read_pointer == 0))
                        full <= 1;
                end
            end
            if (read_request)
            begin
                if (!empty)
                begin
                    data_out     <= mem[read_pointer];
                    data_valid   <= 1;
                    read_pointer <= read_pointer + 1;
                    full         <= 0;
                    if ((read_pointer + 1 == write_pointer) || (read_pointer == 31 && write_pointer == 0))
                        empty <= 1;
                end
                else  
                    data_valid <= 0;
            end
            else  
                data_valid <= 0;
        end
    end
endmodule
</file>
<file path="flow/run.sh">
#!/bin/bash
# OpenROAD 26Q1-2900-gdf79404cd8, Yosys 0.63+post, stock flow scripts
make -C /OpenROAD-flow-scripts/flow DESIGN_CONFIG=/design/flow/config.mk WORK_HOME=/design/flow/orfs finish
</file>
==> flow_summary_export.csv <==
group,metric,value,unit
run_status,run_status,"finished, final reports clean",
clock_tree,cts_resized,0,
global_route,grt_start_max_net_pins,46,
place,rd_place_congestion,0.962,
pwr,irDropWorstVdd,355,uV
worst_setup_path,crit_buf_inv,1,
yosys,dominantRegCellSynth,"sky130_fd_sc_hd__edfxtp_1",
min_path,holdCritStartpoint,"data_out[2]",
clock_tree,clkSlewWorstSetupHoldPaths,0.06,ns
detailed_routing,routed-via-count,7710,
global_route,routing_usage_on_met2,37.2,%
floorplanning,coreArea,25500,sq um
yosys,syn_area_per_cell,13.5,sq um
floorplanning,rows,58,
pwr,p_leak,5.24,nW
detailed_routing,detail_route.drc_violations,0,
yosys,async_reset_ff_share,0,%
clock_tree,cts_buf_count,30,
worst_setup_path,worst_path_most_repeated_cell,"sky130_fd_sc_hd__nor2_1",
clock_tree,clock_sinks,277,
worst_setup_path,critical-path-max-stage-delay,0.55,ns
floorplanning,die_h,164,um
sta,clock-skew-final,0.0167,ns
detailed_routing,detail_route.vias_per_cell,5.79,
global_route,met1_track_usage_gr,39.6,%
detailed_routing,drt-initial-drc-count,604,
finish,count_of_filler_cells_inserted_in_the_layout,1879,
place,place_worst_setup_slack,1.14,ns
worst_setup_path,category_of_cells_accounting_for_the_largest_share_of_critical_path_delay,"simple AND/OR/NAND/NOR gates",
clock_tree,cts.repair_timing.setup_buffer_count,0,
sta,fin_setup_tns,0,ns
finish,drive_gt1_share,13.4,%
global_route,grt.met3_usage,18.5,%
finish,synthToLayoutAreaGrowth,11.3,%
worst_setup_path,worst-path-max-fanout,9,
global_route,wire_length_of_the_first_global_routing_pass,48000,um
detailed_routing,route.antenna.diode_count,0,
sta,fmax,321,MHz
global_route,global_route.usage.total,27.7,%
global_route,grt.busiest_layer,"met1",
worst_setup_path,timing.critical_path.to_type,"register",
worst_setup_path,arrival,3.35,ns
flow_run,max_cap_check_violation_count,0,
worst_setup_path,worstPathCellList,"clkdlybuf4s50_1 -> nand2b_1 -> nor2_1 -> nand2_1 -> nor2_1 -> or2_2",
yosys,yosys-stat-cells,972,
yosys,netlist_area,13100,sq um
pwr,p_sw_share,20.9,%
global_route,grt_pass1_vias,7883,
pwr,internal_power,0.00444,W
sta,worstMarginPinSlew,0.888,ns
detailed_routing,drt-wirelength-per-cell,24.4,um
yosys,ys_seq_share,61.9,%
global_route,initial_antenna_violation_count,0,
worst_setup_path,worstPathRequired,4.94,ns
worst_setup_path,regToRegStartpoint,"read_pointer[0]",
pwr,pwr-share-comb,6.5,%
yosys,yosys_warnings,1,
detailed_routing,postRouteAntennaNets,0,
clock_tree,htreeDepth,1,
sta,rsz0062_at_grt,"no",
floorplanning,io_pins,23,
yosys,ys_ff,277,
sta,finalSetupViolations,0,
floorplanning,chipArea,26800,sq um
pwr,switching_power,0.00118,W
clock_tree,tritoncts,"done",
pwr,power_per_cell_area,385,nW/um^2
finish,final_layout_top_logic_cells,"sky130_fd_sc_hd__and2_1 (258), sky130_fd_sc_hd__edfxtp_1 (256), sky130_fd_sc_hd__nand2_1 (55)",
sta,finalCritPeriodShare,66.3,%
sta,final_hold_viol_count,0,
yosys,synth_cell_types,41,
sta,relSlewSlack,40.5,%
finish,finalNonFillerCells,1332,
clock_tree,cts_hold_repair.buffers,0,
detailed_routing,totalWireLength,32400,um
worst_setup_path,cp-start-kind,"primary input",
sta,final_critical_path_setup_slack,1.59,ns
min_path,worstHoldPathType,"reg2reg",
clock_tree,cts-root-to-sink-buffers,3,
pwr,power.share.sequential,50.5,%
yosys,yosys_area,13100,sq um
floorplanning,die_w,164,um
flow_run,openroad.warnings,30,
place,placed_cells_incl_taps,1278,
clock_tree,worstSkewPairLatency,0.55,ns
worst_setup_path,critPathSlowestCell,"sky130_fd_sc_hd__nand2_1",
detailed_routing,dr.pass1.iters,5,
yosys,enable_flop_cells,256,
sta,fin_crit,3.11,ns
worst_setup_path,critical_path.startpoint,"write_request",
place,port_buffers,22,
floorplanning,initial_core_util,51.4,%
sta,timing_max_transition_violations_final,0,
worst_setup_path,setup.worst_path.class,"in2reg",
pwr,clk_pwr_share,43.0,%
clock_tree,clock_tree.root_cell,"sky130_fd_sc_hd__clkbuf_16",
global_route,grt.overflow.total,0,
place,place.detailed.hpwl,20700,um
yosys,syn_inst,972,
finish,mostFrequentLayoutCell,"sky130_fd_sc_hd__and2_1",
-- worst paths after layout --
path | slack, ns | to | cells after the start
max | 1.59 | mem[1][2] | 6
min | 0.48 | data_out[2] | 1
max reg2reg | 1.83 | empty | 7
min reg2reg | 0.48 | data_out[2] | 1
-- sequential cells by signal, summed over array words and instances, names as in the netlist --
name / count
data_out: 8
data_valid: 1
empty: 1
full: 1
mem: 256
read_pointer: 5
write_pointer: 5
-- cell families after synthesis --
kind of cell / Yosys count / share of synthesized area [%]
xor gates and xnor gates: 15 / 1.00
adders and majority gates: 9 / 0.860
and+or+nand+nor: 448 / 19.3
AOI/OAI and AO/OA: 60 / 3.39
DFF: 277 / 61.9
muxes: 98 / 11.1
buffers and inverters: 65 / 2.41
-- metal layers --
layer / vias up / part of all wire, %
li1: 3519 / -
met1: 3616 / 38
met2: 504 / 43
met3: 67 / 16
met4: 4 / 3.0
met5: - / 0.27
-- cell usage after synthesis (2+ instances only) --
master / instances / area, sq um
sky130_fd_sc_hd__a22o_1: 3 / 26.3
sky130_fd_sc_hd__buf_2: 8 / 40.0
sky130_fd_sc_hd__mux2_2: 10 / 113
sky130_fd_sc_hd__a41oi_1: 5 / 43.8
sky130_fd_sc_hd__a22oi_1: 31 / 233
sky130_fd_sc_hd__nand4_1: 6 / 37.5
sky130_fd_sc_hd__nand2b_1: 8 / 50.1
sky130_fd_sc_hd__or2_2: 32 / 200
sky130_fd_sc_hd__buf_4: 6 / 45.0
sky130_fd_sc_hd__or3b_2: 3 / 26.3
sky130_fd_sc_hd__mux4_2: 28 / 631
sky130_fd_sc_hd__buf_6: 3 / 33.8
sky130_fd_sc_hd__nor2_1: 49 / 184
sky130_fd_sc_hd__a32oi_1: 5 / 43.8
sky130_fd_sc_hd__edfxtp_1: 256 / 7690
sky130_fd_sc_hd__nand3_1: 19 / 95.1
sky130_fd_sc_hd__dfxtp_1: 21 / 420
sky130_fd_sc_hd__nor2b_1: 7 / 43.8
sky130_fd_sc_hd__xor2_1: 9 / 78.8
sky130_fd_sc_hd__ha_1: 9 / 113
sky130_fd_sc_hd__nor3_1: 2 / 10.0
sky130_fd_sc_hd__and2_1: 258 / 1610
sky130_fd_sc_hd__clkbuf_1: 42 / 158
sky130_fd_sc_hd__mux4_1: 7 / 184
sky130_fd_sc_hd__a21oi_1: 10 / 50.1
sky130_fd_sc_hd__xnor2_1: 6 / 52.6
sky130_fd_sc_hd__nand3b_1: 3 / 22.5
sky130_fd_sc_hd__inv_1: 5 / 18.8
sky130_fd_sc_hd__mux2i_1: 53 / 531
sky130_fd_sc_hd__and3_1: 3 / 18.8
sky130_fd_sc_hd__nand2_1: 55 / 206
-- layout make-up --
class                   count  area [sq um]  share of cell area [%]
flip-flops and latches    277          8110                    55.7
multi-input cells         630          4680                    32.1
clock buffers              37           798                    5.48
well taps                 330           413                    2.83
repair buffers             36           325                    2.23
clock inverters            17           231                    1.59
inverters                   5          18.8                   0.129
-- through the flow --
| stage | hold WS, ns | util, % | cell area (sq um) | total power [W] |
|---|---|---|---|---|
| floorplan | 0.420 | - | 13100 | 0.00310 |
| detailed placement | 0.467 | 53.2 | 13500 | 0.00325 |
| global route | 0.492 | 57.2 | 14600 | 0.00579 |
| CTS | 0.481 | 57.2 | 14600 | 0.00565 |
| global placement | 0.456 | 53.2 | 13500 | 0.00324 |
| finish | 0.480 | 57.2 | 14600 | 0.00561 |
-- power by group through the flow --
stage	sequential (W)	clock [W]	combinational, W
after global routing	0.00284	0.00255	0.000393
final	0.00283	0.00242	0.000365
after CTS	0.00283	0.00246	0.000364
No activity file was given, so power comes from the tool's default toggle rates.
