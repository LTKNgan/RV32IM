==> flow/design.v <==
module Receiver
(
    input       clk, 
    input       SYS_reset,     
    input       rx,
    output reg  [7:0] data_out,           
    output reg  rxDone                 
);
    reg [3:0] state;
    reg [2:0] bitIdx;         
    reg [1:0] inputSw;        
    reg [3:0] clockCount;     
    reg [7:0] receivedData;   
    parameter MAX_RATE_RX = (5000000 / (9600 * 16)) - 1;  
    parameter RX_CNT_WIDTH = $clog2(MAX_RATE_RX);
    reg [RX_CNT_WIDTH - 1:0] rxCounter;
    always @(posedge clk) begin
        if (SYS_reset) 
        begin
            state <= 4'b000;
            bitIdx <= 3'b0;
            clockCount <= 4'b0;
            receivedData <= 8'b0;
            data_out <= 8'b0;
            rxDone <= 1'b0;
            inputSw <= 2'b0;
            rxCounter <= 0;
        end
        else 
        begin
            inputSw <= { inputSw[0], rx };    
            case (state)
                4'b000: 
                begin
                    bitIdx <= 3'b0;
                    clockCount <= 4'b0;
                    receivedData <= 8'b0;
                    data_out <= 8'b0;
                    rxDone <= 1'b0;
                    rxCounter <= 0;
                    if (~rx) state <= 4'b001;
                end
                4'b001: begin
                    if (rxCounter >= MAX_RATE_RX) begin
                        rxCounter <= 0;
                        if (&clockCount[2:0]) begin
                            state <= 4'b010;
                            clockCount <= 0;
                        end else clockCount <= clockCount + 4'b1;
                    end else rxCounter <= rxCounter + 1'b1;
                end
                4'b010: 
                begin
                    if (rxCounter >= MAX_RATE_RX) begin
                        rxCounter <= 0;
                        if (&clockCount) begin  
                            clockCount <= 4'b0;
                            receivedData[bitIdx] <= inputSw[0];  
                            if (&bitIdx) begin
                                bitIdx <= 3'b0;
                                state <= 4'b011;
                            end else begin
                                bitIdx <= bitIdx + 3'b1;
                            end
                        end else begin
                            clockCount <= clockCount + 4'b1;
                        end
                    end else rxCounter <= rxCounter + 1'b1;
                end
                4'b011: 
                begin
                    if (rxCounter >= MAX_RATE_RX) begin
                        rxCounter <= 0;
                        if (&clockCount) begin       
                            rxDone <= 1'b1;
                            state <= 4'b000;
                            clockCount <= 4'b0;
                            data_out <= receivedData;
                        end else begin
                            clockCount <= clockCount + 1;
                        end
                    end else rxCounter <= rxCounter + 1'b1;
                end
                default: 
                begin
                    state <= 4'b000;
                end
            endcase
        end
    end
endmodule
==> flow/run.sh <==
#!/bin/bash
# OpenROAD 26Q1-2900-gdf79404cd8, Yosys 0.63+post, stock flow scripts
make -C /OpenROAD-flow-scripts/flow DESIGN_CONFIG=/design/flow/config.mk WORK_HOME=/design/flow/orfs finish
==> flow/config.mk <==
export PLATFORM = sky130hd
export DESIGN_NAME = Receiver
export DESIGN_NICKNAME = Receiver
export VERILOG_FILES = /design/flow/design.v
export SDC_FILE = /design/flow/constraint.sdc
export NUM_CORES = 4
export LEC_CHECK = 1
export CORE_UTILIZATION = 30
==> flow/constraint.sdc <==
current_design Receiver

set clk_period 2.8
set clk_io_pct 0.2

create_clock -name clk0 -period $clk_period [get_ports {clk}]

set non_clock_inputs [all_inputs -no_clocks]
set_input_delay [expr $clk_period * $clk_io_pct] -clock clk0 $non_clock_inputs
set_output_delay [expr $clk_period * $clk_io_pct] -clock clk0 [all_outputs]
==> impl_metrics.py <==
# Generated from Yosys and OpenROAD reports
metrics = {
    "global_route": {
        "antenna_found_initial": 0,
        "grt_pass1_wl_um": 6760,
        "grt_pass1_vias": 1454,
        "overflow": 0,
        "grt_max_degree": 31,
        "grtUsageTotal": 0.137,
    },
    "setup_path": {
        "reg2reg_from": "rxCounter[0]$_SDFFE_PP0P_",
        "critPathSlowestCell": "a21o_1",
        "crit_chain": "ha_1 > and3_1 > ha_1 > and4_1 > a21o_1 > a21boi_1 > a221o_1",
        "regToRegSetupSlack_ns": 0.41,
        "r2r_cells": 7,
        "crit_path_start": "rxCounter[0]$_SDFFE_PP0P_",
        "worstPathArrival_ns": 2.56,
        "worstSetupStartpointType": "register",
        "critical-path-max-stage-delay_ns": 0.43,
        "critPathCaptureType": "register",
        "required_ns": 2.97,
        "cpMostUsedCell": "ha_1",
        "crit_fanout": 17,
        "path_class": "reg -> reg",
        "reg2reg_to": "receivedData[5]$_SDFFE_PP0P_",
        "crit_end": "receivedData[5]$_SDFFE_PP0P_",
    },
    "flow_run": {
        "max-cap-violations": 0,
        "warnings": 28,
    },
    "timing": {
        "rsz0062_at_grt": "no",
        "drv_slew": 0,
        "skew_ns": 0.00702,
        "fin_crit_sh": 0.854,
        "fin_crit_ns": 2.39,
        "worstMarginPinSlew_ns": 0.765,
        "hold_viol_final": 0,
        "fin_tns_setup_ns": 0,
        "max_freq_mhz": 418,
        "setup_ws_ns": 0.408,
        "relSlewSlack": 0.486,
        "setup_viol": 0,
    },
    "clock_network": {
        "cts_tree": "built",
        "cts_sinks": 34,
        "insertion_delay_ns": 0.28,
        "ctsHoldBuffers": 0,
        "postCtsSetupBuffers": 0,
        "cts.repair.resized": 0,
        "numCtsBuffers": 5,
        "htreeDepth": 2,
        "cts_buffer_depth": 2,
        "clk_pin_slew_ns": 0.07,
        "clockRootBuffer": "clkbuf_8",
    },
    "logic_synthesis": {
        "ys_warn_count": 1,
        "ys_ff": 34,
        "syn_area_um2": 1740,
        "ys_seq_frac": 0.390,
        "synth_cell_types": 48,
        "ys_cells": 199,
        "ys_chip_area_um2": 1740,
        "avgSynthCellArea_um2": 8.76,
        "netlist_instances": 199,
    },
    "routing": {
        "drtAntennaViolNets": 0,
        "vias": 1514,
        "diodes": 0,
        "top_layer": "met4",
        "drt_iter0_drc": 117,
        "drc": 0,
        "drtPass1Iterations": 4,
        "via_per_inst": 5.33,
        "wl_per_cell_um": 13.2,
        "wl_met3_um": 102,
        "dr_wl_met2_um": 1750,
        "drt-total-wl_um": 3760,
        "drt-met1-wl_um": 1880,
    },
    "finish": {
        "drive_gt1_frac": 0.0943,
        "comb_area_um2": 987,
        "seq_area_um2": 681,
        "fin_cells": 284,
        "area_growth_pct": 18.2,
        "fill_cells": 570,
    },
    "floorplan": {
        "die_w_um": 78.3,
        "rows": 27,
        "chip_area_um2": 6120,
        "die_h_um": 78.3,
        "io_pins": 12,
        "fp_util": 0.315,
        "fp.coreArea_um2": 5540,
    },
    "status": {
        "status": "completed",
    },
    "power_and_ir_drop": {
        "p_leak_uw": 0.000705,
        "ir_drop_mv": 0.441,
        "power.density_nw_per_um2": 523,
        "total_power_uw": 1080,
    },
    "placement": {
        "dpl_worst_slack_ns": 0.459,
        "numPortBuffers": 11,
        "gp_routability_congestion": 0.786,
        "dp_hpwl_um": 2610,
        "dp.cells": 276,
    },
    "hold_path": {
        "min_path_type": "reg -> reg",
    },
}
[where the power goes]
group	leakage [uW]	internal (uW)	total (uW)	switching (uW)
Clock	0.0000683	357	536	179
Sequential	0.000275	489	495	6.33
Combinational	0.000362	18.5	48.2	29.7
Total	0.000705	864	1080	215
[final cells by class]
| type | count | area share |
|---|---|---|
| Sequential cell | 34 | 0.330 |
| Clock inverter | 3 | 0.0334 |
| Tap cell | 72 | 0.0437 |
| Inverter | 9 | 0.0164 |
| Timing Repair Buffer | 14 | 0.0643 |
| Clock buffer | 5 | 0.0334 |
| Multi-Input combinational cell | 147 | 0.479 |
[per-layer routing]
metal,GRT usage,vias to the layer above
met5,0,-
met1,0.202,716
met4,0.0185,0
met2,0.218,21
met3,0.0213,4
li1,-,773
[cells in the final DEF, fill, tap and decap left out, types with 5 or more instances in the layout]
cell	n
a21oi_1	22
nor3_1	5
dfxtp_1	34
ha_1	9
nand3_1	15
clkdlybuf4s50_1	11
nor2_1	10
inv_1	8
o211ai_1	9
nand2_1	10
o21ai_0	9
clkbuf_8	5
[registers in the layout, indices dropped and copies added (netlist names)]
name / flops
clockCount: 4
data_out: 8
rxCounter: 5
receivedData: 8
inputSw: 1
rxDone: 1
state: 4
bitIdx: 3
[worst max-delay path: cells and delay by family, from the launching register on]
kind                       cells  cell delay, ns
AOI/OAI and AO/OA              3            1.07
and+or+nand+nor                2            0.42
adders and majority gates      2            0.41
DFF                            1            0.38
[logic make-up (layout without fill, tap and decap cells)]
kind of cell / Yosys count / in the layout / share of synthesized area
compound gates: 65 / 65 / 0.252
simple gates: 69 / 69 / 0.228
fa+ha+maj: 9 / 9 / 0.0646
buf+inv: 18 / 31 / 0.0438
mux: 2 / 2 / 0.0115
flops: 34 / 34 / 0.390
xor+xnor: 2 / 2 / 0.0100
[synth_stat cells, drive strengths merged]
cell type,count,area share
dfxtp,34,0.39
a21oi,23,0.068
nand3,15,0.043
nand2,10,0.022
nor2,10,0.022
ha,9,0.065
o211ai,9,0.039
o21ai,9,0.026
inv,8,0.017
nor3,6,0.020
a21boi,5,0.022
buf,5,0.016
a221o,4,0.023
clkbuf,4,0.0086
nand2b,4,0.014
and3,3,0.011
and4,3,0.015
nand4,3,0.011
nand4b,3,0.015
nor2b,3,0.011
nor4,3,0.014
a22oi,2,0.0086
a311oi,2,0.014
mux2i,2,0.011
o221ai,2,0.010
o22ai,2,0.0072
a211oi,1,0.0043
a21o,1,0.0043
a22o,1,0.0050
a31o,1,0.0050
and2,1,0.0036
and2b,1,0.0057
clkinv,1,0.0022
nor3b,1,0.0043
o21ba,1,0.0057
o311a,1,0.0057
o311ai,1,0.0050
or3b,1,0.0050
or4,1,0.0065
or4b,1,0.0057
xnor2,1,0.0050
xor2,1,0.0050
[through the flow]
stage	utilization	hold WS (ns)	cell area, um^2
3_3_place_gp	0.347	0.451	1920
3_5_place_dp	0.347	0.451	1920
4_1_cts	0.372	0.464	2060
6_report	0.372	0.459	2060
5_1_grt	0.372	0.498	2060
2_1_floorplan	-	0.422	1740
[worst min path at each step]
stage / start / endpoint / slack [ns] / cells past startpoint
after global routing: rxDone$_SDFFE_PP0P_ / rxDone$_SDFFE_PP0P_ / 0.50 / 2
final: rxDone$_SDFFE_PP0P_ / rxDone$_SDFFE_PP0P_ / 0.46 / 2
after CTS: rxDone$_SDFFE_PP0P_ / rxDone$_SDFFE_PP0P_ / 0.46 / 2
Power is estimated from default activity; no workload was simulated.
