`./config.mk`:
```
export PLATFORM = sky130hd
export DESIGN_NAME = RISCV_CPU
export DESIGN_NICKNAME = RISCV_CPU
export VERILOG_FILES = /design/flow/design.v
export SDC_FILE = /design/flow/constraint.sdc
export NUM_CORES = 4
export LEC_CHECK = 1
export CORE_UTILIZATION = 40
export SYNTH_MEMORY_MAX_BITS = 65536
```
`./constraint.sdc`:
```
current_design RISCV_CPU

set clk_period 17.7
set clk_io_pct 0.2

create_clock -name clk0 -period $clk_period [get_ports {clk}]

set non_clock_inputs [all_inputs -no_clocks]
set_input_delay [expr $clk_period * $clk_io_pct] -clock clk0 $non_clock_inputs
set_output_delay [expr $clk_period * $clk_io_pct] -clock clk0 [all_outputs]
```
`./run.sh`:
```
#!/bin/bash
# OpenROAD 26Q1-2900-gdf79404cd8, Yosys 0.63+post, stock flow scripts
make -C /OpenROAD-flow-scripts/flow DESIGN_CONFIG=/design/flow/config.mk WORK_HOME=/design/flow/orfs finish
```
`./design.v`:
```
module RISCV_CPU
(
    input             clk,
    input             SYS_reset,
    input             SYS_start_button,
    input             terminate_interrupt_button,
    input             inst_to_CPU_valid,
    input     [7:0]   inst_to_CPU,
    input             data_to_CPU_valid,
    input     [7:0]   data_to_CPU,
    input             transmitter_buffer_full,
    output            DMEM_transmit_request,
    output      [7:0] DMEM_data_transmit,
    output     [31:0] DMEM_transmit_address,
    output            CPU_execute_enable,
    output            CPU_finish_execution
);
    reg  [31:0] PC;
    reg         terminate_interrupt;
    wire [0:0] invalid_instruction;
    wire [31:0]instruction;
    wire [31:0]new_PC;  
    wire [1:0]  MEM_write_length;
    wire [1:0]  MEM_read_length;
    wire        MEM_read_signed;
    wire [31:0] MEM_write_data;
    wire [31:0] MEM_write_address;
    wire [31:0] MEM_read_address;
    wire [31:0] MEM_read_data;
    wire [4:0] rs1, rs2, REG_write_address;
    wire [0:0] REG_write_enable;
    wire [31:0]REG_write_value, REG_rs1_data, REG_rs2_data;
    assign     CPU_finish_execution = CPU_execute_enable && (invalid_instruction || terminate_interrupt);
    always @(posedge clk)
    begin
        if (SYS_reset)
        begin
            PC <= (32'h0040_0000);
            terminate_interrupt <= 0;
        end
        else 
        begin
            PC <= new_PC;
            if (CPU_execute_enable && terminate_interrupt_button) terminate_interrupt <= 1;
        end
    end
    DATA_MEMORY DMEM  
    (
        .clk                     (clk),
        .SYS_reset               (SYS_reset),
        .MEM_write_length        (MEM_write_length),
        .MEM_read_length         (MEM_read_length),
        .MEM_read_signed         (MEM_read_signed),
        .MEM_write_data          (MEM_write_data),
        .MEM_write_address       (MEM_write_address),
        .MEM_read_address        (MEM_read_address),
        .CPU_finish_execution    (CPU_finish_execution),
        .transmitter_buffer_full (transmitter_buffer_full),
        .data_to_CPU_valid       (data_to_CPU_valid),
        .data_to_CPU             (data_to_CPU),
        .CPU_execute_enable      (CPU_execute_enable),
        .DMEM_transmit_request   (DMEM_transmit_request),
        .DMEM_data_transmit      (DMEM_data_transmit),
        .DMEM_transmit_address   (DMEM_transmit_address),
        .MEM_read_data           (MEM_read_data)
    );
    INS_MEMORY  IMEM
    (
        .clk                (clk),
        .SYS_reset          (SYS_reset),
        .SYS_start_button   (SYS_start_button),
        .PC                 (PC),  
        .inst_to_CPU_valid (inst_to_CPU_valid),
        .inst_to_CPU       (inst_to_CPU),
        .instruction        (instruction),  
        .CPU_execute_enable (CPU_execute_enable)
    );
    REGISTER_FILE register_file
    (
        .clk            (clk),
        .SYS_reset          (SYS_reset),
        .rs1                (rs1),
        .rs2                (rs2), 
        .REG_write_address  (REG_write_address),  
        .REG_write_enable   (REG_write_enable), 
        .REG_write_value    (REG_write_value), 
        .REG_rs1_data       (REG_rs1_data), 
        .REG_rs2_data       (REG_rs2_data)
    );
    DATA_PATH DATA_PATH
    (
        .instruction        (instruction),
        .REG_rs1_data       (REG_rs1_data),
        .REG_rs2_data       (REG_rs2_data),
        .MEM_read_data      (MEM_read_data),
        .PC                 (PC),
        .CPU_execute_enable (CPU_execute_enable),
        .new_PC             (new_PC),
        .REG_write_value    (REG_write_value),
        .REG_write_enable   (REG_write_enable),
        .REG_write_address  (REG_write_address),
        .MEM_write_length   (MEM_write_length),
        .MEM_read_length    (MEM_read_length),
        .MEM_read_signed    (MEM_read_signed),
        .MEM_write_data     (MEM_write_data),
        .MEM_write_address  (MEM_write_address),
        .MEM_read_address   (MEM_read_address),
        .invalid_instruction(invalid_instruction),
        .rs1                (rs1),
        .rs2                (rs2)
    );
endmodule
module DATA_PATH
(
    input        terminate_interrupt,
    input [31:0] instruction,
    input [31:0] REG_rs1_data,
    input [31:0] REG_rs2_data,
    input [31:0] MEM_read_data,
    input [31:0] PC,
    input        CPU_execute_enable,
    output reg [31:0] new_PC,
    output reg [31:0] REG_write_value,
    output reg [0:0]  REG_write_enable,
    output reg [4:0]  REG_write_address,
    output reg [1:0]  MEM_write_length,
    output reg [1:0]  MEM_read_length,
    output reg        MEM_read_signed,
    output reg [31:0] MEM_write_data,
    output reg [31:0] MEM_write_address,
    output reg [31:0] MEM_read_address,
    output reg [0:0]  invalid_instruction,
    output wire [4:0] rs1,
    output wire [4:0] rs2
);
    wire [6:0] opcode   = instruction [6:0];
    wire [4:0] rd       = instruction [11:7];
    assign     rs1      = instruction [19:15];
    assign     rs2      = instruction [24:20];
    wire [4:0] shamt    = instruction [24:20];
    wire [2:0] funct3   = instruction [14:12];
    wire [6:0] funct7   = instruction [31:25];  
    wire [11:0]S_immed  ={instruction[31:25], instruction[11:7]};  
    wire [11:0]I_immed  = instruction[31:20]; 
    wire [12:1]B_immed  ={instruction[31], instruction[7], instruction[30:25], instruction[11:8]};  
    wire [20:1]J_immed  ={instruction[31], instruction[19:12], instruction[20], instruction[30:21]}; 
    wire[31:12]U_immed  = instruction[31:12];  
    reg branch_taken;
    always @(terminate_interrupt, instruction, opcode,rd,rs1,rs2,shamt,funct3,funct7,S_immed,I_immed, B_immed,J_immed,U_immed,   REG_rs1_data, REG_rs2_data, MEM_read_data, PC, CPU_execute_enable)  
    begin
        new_PC              = PC + 4;
        REG_write_value     = 0;
        REG_write_enable    = 0;
        REG_write_address   = 0;
        MEM_write_length    = 0;
        MEM_read_length     = 2'b11;
        MEM_read_signed     = 0;
        MEM_write_data      = 0;
        MEM_write_address   = 0;
        MEM_read_address    = 0;
        branch_taken        = 0;
        invalid_instruction = 0;
        case (opcode)
            7'b0110011: 
            begin  
                REG_write_enable = 1;
                REG_write_address= rd;
                case ({funct7, funct3})
                    10'b0000000_000: REG_write_value = REG_rs1_data + REG_rs2_data;  
                    10'b0100000_000: REG_write_value = REG_rs1_data - REG_rs2_data; 
                    10'b0000000_001: REG_write_value = REG_rs1_data << REG_rs2_data; 
                    10'b0000000_010: REG_write_value = $signed(REG_rs1_data) < $signed(REG_rs2_data);   
                    10'b0000000_011: REG_write_value = $unsigned(REG_rs1_data) < $unsigned(REG_rs2_data); 
                    10'b0000000_100: REG_write_value = REG_rs1_data ^ REG_rs2_data; 
                    10'b0000000_101: REG_write_value = REG_rs1_data >> REG_rs2_data; 
                    10'b0100000_101: REG_write_value = $signed(REG_rs1_data) >>> REG_rs2_data; 
                    10'b0000000_110: REG_write_value = REG_rs1_data | REG_rs2_data; 
                    10'b0000000_111: REG_write_value = REG_rs1_data & REG_rs2_data; 
                    10'b0000001_000: REG_write_value =  REG_rs1_data * REG_rs2_data; 
                    10'b0000001_001: REG_write_value = ({{32{REG_rs1_data[31]}} , REG_rs1_data} * {{32{REG_rs2_data[31]}} , REG_rs2_data}) >> 32; 
                    10'b0000001_010: REG_write_value = ({{32{REG_rs1_data[31]}} , REG_rs1_data} * {{32{1'b0}}                , REG_rs2_data}) >> 32; 
                    10'b0000001_011: REG_write_value = ({{32{1'b0}}                , REG_rs1_data} * {{32{1'b0}}                , REG_rs2_data}) >> 32; 
                    10'b0000001_100: REG_write_value = ($signed  (REG_rs1_data) / $signed   (REG_rs2_data)); 
                    10'b0000001_101: REG_write_value = ($unsigned(REG_rs1_data) / $unsigned (REG_rs2_data)); 
                    10'b0000001_110: REG_write_value = ($signed  (REG_rs1_data) % $signed   (REG_rs2_data)); 
                    10'b0000001_111: REG_write_value = ($unsigned(REG_rs1_data) % $unsigned (REG_rs2_data)); 
                    default         : invalid_instruction = 1;
                endcase
            end
            7'b0110111:  
            begin
                REG_write_enable = 1;
                REG_write_address= rd;
                REG_write_value = instruction[31:12] << 12;
            end
            7'b0010111:  
            begin
                REG_write_enable = 1;
                REG_write_address= rd;
                REG_write_value = PC + (instruction[31:12] << 12);
            end
            7'b0010011:  
            begin
                REG_write_enable = 1;
                REG_write_address= rd;
                case (funct3)
                    3'b000: REG_write_value = $signed(REG_rs1_data) + $signed({{20{I_immed[11]}} ,I_immed});
                    3'b010: REG_write_value = $signed(REG_rs1_data) < $signed({{20{I_immed[11]}} ,I_immed});
                    3'b011: REG_write_value = $unsigned(REG_rs1_data) < $unsigned({{20{1'b0}} ,I_immed});
                    3'b100: REG_write_value = $unsigned(REG_rs1_data) ^ $signed({{20{I_immed[11]}} ,I_immed});
                    3'b110: REG_write_value = $unsigned(REG_rs1_data) | $signed({{20{I_immed[11]}} ,I_immed});
                    3'b111: REG_write_value = $unsigned(REG_rs1_data) & $signed({{20{I_immed[11]}} ,I_immed});
                    3'b001: REG_write_value = REG_rs1_data << shamt;
                    3'b101: if (funct7 == 7'd0) 
                                REG_write_value = REG_rs1_data >> shamt;
                            else
                                REG_write_value = $signed(REG_rs1_data) >>> shamt;
                    default: invalid_instruction = 1;
                endcase
            end
            7'b0000011:  
            begin
                REG_write_enable = 1;
                REG_write_address= rd;
                case (funct3)
                    3'b010: MEM_read_length  = 2'b11;  
                    3'b000:  
                    begin
                        MEM_read_length = 2'b01;
                        MEM_read_signed = 1;
                    end
                    3'b001:  
                    begin
                        MEM_read_length = 2'b10;
                        MEM_read_signed = 1;
                    end
                    3'b100:  
                    begin
                        MEM_read_length = 2'b01;
                        MEM_read_signed = 0;
                    end
                    3'b101:  
                    begin
                        MEM_read_length = 2'b10;
                        MEM_read_signed = 0;
                    end
                    default: MEM_read_length  = 2'b11;
                endcase
                MEM_read_address = REG_rs1_data + $signed({{20{I_immed[11]}} ,I_immed});  
                REG_write_value = MEM_read_data;
            end
            7'b0100011:
            begin
                case (funct3)
                    3'b000: MEM_write_length = 2'b01;
                    3'b001: MEM_write_length = 2'b10;
                    3'b010: MEM_write_length = 2'b11;
                    default: MEM_write_length = 0;
                endcase
                MEM_write_data      = REG_rs2_data;
                MEM_write_address   = REG_rs1_data + $signed({{20{S_immed[11]}} ,S_immed});
            end
            7'b1100111:  
            begin
                REG_write_enable = 1;
                REG_write_address= rd;
                REG_write_value  = PC + 4;
                new_PC           = (REG_rs1_data + $signed({{20{I_immed[11]}} ,I_immed})) & (32'hFFFF_FFFF - 1) ;
            end
            7'b1101111:  
            begin
                REG_write_enable = 1;
                REG_write_address= rd;
                REG_write_value  = PC + 4;
                new_PC           = PC + $signed({ {12{J_immed[20]}} , J_immed} << 1);
            end
            7'b1100011:  
            begin
                case(funct3)
                    3'b000: branch_taken = REG_rs1_data == REG_rs2_data;  
                    3'b001: branch_taken = REG_rs1_data != REG_rs2_data; 
                    3'b100: branch_taken = $signed(REG_rs1_data) < $signed(REG_rs2_data); 
                    3'b101: branch_taken = $signed(REG_rs1_data) >= $signed(REG_rs2_data); 
                    3'b110: branch_taken = REG_rs1_data < REG_rs2_data; 
                    3'b111: branch_taken = REG_rs1_data >= REG_rs2_data; 
                    default: invalid_instruction = 1;
                endcase
                if (branch_taken) new_PC = PC + $signed({{20{B_immed[12]}}, B_immed} << 1);
            end
            default: invalid_instruction = 1;
        endcase
        if (invalid_instruction || (!CPU_execute_enable) || terminate_interrupt)
        begin
            REG_write_enable    = 0;
            branch_taken        = 0;
            MEM_write_length    = 0;
            new_PC              = PC;  
        end
    end
endmodule
module DATA_MEMORY
(
    input wire [0:0]  clk,
    input wire [0:0]  SYS_reset,
    input wire [1:0]  MEM_read_length,
    input wire        MEM_read_signed,
    input wire [1:0]  MEM_write_length,
    input wire [31:0] MEM_write_data,
    input wire [31:0] MEM_write_address,
    input wire [31:0] MEM_read_address,
    input             CPU_finish_execution, 
    input             transmitter_buffer_full,
    input             CPU_execute_enable,
    input             data_to_CPU_valid,
    input     [7:0]   data_to_CPU,
    output            DMEM_transmit_request,
    output      [7:0] DMEM_data_transmit,
    output reg [31:0] DMEM_transmit_address,
    output reg [31:0] MEM_read_data
);
    reg [7:0] data [(32'h1001_0000) :((32'h1001_0000) + 127)];
    reg [31:0]initialize_address;
    assign DMEM_data_transmit    = data [DMEM_transmit_address];
    assign DMEM_transmit_request = CPU_finish_execution && ((32'h1001_0000) <= DMEM_transmit_address) && (DMEM_transmit_address <= ((32'h1001_0000) + 127));
    always @(*) 
    begin
        MEM_read_data[31:0]   = {data[MEM_read_address+0],data[MEM_read_address+1], data[MEM_read_address+2], data[MEM_read_address+3]};
        if (MEM_read_length == 2'b01)  
        begin
            if (MEM_read_signed)
                MEM_read_data = { {24{data[MEM_read_address][7]}}  , data[MEM_read_address]};
            else 
                MEM_read_data = { {24{1'b0}}  , data[MEM_read_address]};
        end
        else if (MEM_read_length == 2'b10)  
        begin
            if (MEM_read_signed)
                MEM_read_data = { {16{data[MEM_read_address + 0][7]}}  , data[MEM_read_address+0], data[MEM_read_address+1]};
            else 
                MEM_read_data = { {16{1'b0}}  ,                          data[MEM_read_address+0], data[MEM_read_address+1]};
        end
    end
    integer i, file;
    always @(posedge clk) 
    begin
        if (SYS_reset)
        begin
            initialize_address <= (32'h1001_0000);
            for (i = (32'h1001_0000) ; i <=((32'h1001_0000) + 127); i = i + 1)
                data [i] = 0;
        end
        else if (CPU_execute_enable == 0)
        begin
            if (data_to_CPU_valid && (initialize_address <= ((32'h1001_0000) + 127)) )
            begin
                data[initialize_address] <= data_to_CPU;
                initialize_address       <= initialize_address + 1;
            end
        end
        else if (MEM_write_length == 2'b01)  
        begin
            data[MEM_write_address+0] <= MEM_write_data[7:0];
        end
        else if (MEM_write_length == 2'b10)  
        begin
            data[MEM_write_address  ] <= MEM_write_data[15:8];
            data[MEM_write_address+1] <= MEM_write_data[7:0];
        end
        else if (MEM_write_length == 2'b11)  
        begin
            data[MEM_write_address  ] <= MEM_write_data[31:24];
            data[MEM_write_address+1] <= MEM_write_data[23:16];
            data[MEM_write_address+2] <= MEM_write_data[15:8];
            data[MEM_write_address+3] <= MEM_write_data[7:0];
        end
    end
    always @(posedge clk) 
    begin
        if       (SYS_reset)
            DMEM_transmit_address <= (32'h1001_0000);
        else if ((DMEM_transmit_request) && (!transmitter_buffer_full))
            DMEM_transmit_address <= DMEM_transmit_address + 1;
    end
endmodule
module INS_MEMORY
(
    input wire [0:0] clk,
    input wire [0:0] SYS_reset,
    input            SYS_start_button,
    input  wire [31:0]  PC,
    input      inst_to_CPU_valid,
    input[7:0] inst_to_CPU,  
    output reg          CPU_execute_enable,
    output wire [31:0]  instruction
);
    reg [7:0] data [((32'h0040_0000)) : ((32'h0040_0000)) + 1000];
    reg [31:0] initialize_address;
    assign instruction[31:0] = {data[PC], data[PC+1], data[PC+2], data[PC+3]};
    integer i, file;
    always @(posedge clk) 
    begin
        if (SYS_reset)
        begin
            for(i=(32'h0040_0000); i<(32'h0040_0000) + 1000 ;i=i+1)
            begin
                data[i] <= 0;
            end
            CPU_execute_enable <= 0;
            initialize_address<= (32'h0040_0000);
        end
        else if (SYS_start_button)
            CPU_execute_enable <= 1;
        else if (CPU_execute_enable == 0)
        begin
            if (inst_to_CPU_valid)
            begin
                data[initialize_address] <= inst_to_CPU;
                initialize_address       <= initialize_address + 1;
            end     
        end
    end
endmodule
module REGISTER_FILE(
    input       clk,
    input       SYS_reset,
    input [4:0] rs1,
    input [4:0] rs2, 
    input [4:0] REG_write_address, 
    input [0:0] REG_write_enable, 
    input [31:0]REG_write_value, 
    output wire [31:0] REG_rs1_data, 
    output wire [31:0] REG_rs2_data
);
    reg [31:0] register [0:31];
    integer i;
    assign REG_rs1_data = register[rs1];
    assign REG_rs2_data = register[rs2];
    always @(posedge clk)
    begin 
        if (SYS_reset)
        begin
            for(i = 0; i<32 ; i=i+1)
                register[i] <= 32'b0;
        end
        else if(REG_write_enable && REG_write_address != 0)
        begin
            register[REG_write_address] <= REG_write_value;
        end
        register[0] <= 0;
    end
endmodule
```
==> results_dict.tcl <==
# flow metrics
set metrics [dict create \
    status "finished clean" \
    ys_cells 3562 \
    drc_errors 0 \
    dp_hpwl_mm 97.53 \
    startpoint_type "flip-flop" \
    slew_violations 0 \
    pre_cts_slack_ns 8.765 \
    row_count 129 \
    p_total_mw 6.005 \
    maxCapViolCount 0 \
    ant_nets 0 \
    ff_type "edfxtp_1" \
    ir_worst_vdd_mv 0.07803 \
    chip_area_sq_mm 0.1267 \
    fin_crit_sh 0.5401 \
    clk_pin_slew_ns 0.06 \
    top_area_cell "edfxtp_1" \
    yosysUniqueCellTypes 53 \
    r2r_slack_ns 13.11 \
    fin_util 0.4616 \
    clock-sinks 1137 \
    yosys_warnings 6 \
    fmax_mhz 104.6 \
    grt_antenna_before_repair 7 \
    pin_count 66 \
    edf_count 1041 \
    placed_cells 5189 \
    ys_seq_share 0.6624 \
    layout_setup_ws_ns 8.140 \
    ctsHoldBuffers 0 \
    critPathCapture "DMEM_data_transmit[4]" \
    syn_avg_cell_area_sq_um 14.06 \
    slew_headroom 0.2033 \
    stdcell_area_sq_mm 0.05722 \
    lay_top_count "nor2_1" \
    vias 31570 \
    synth_async_sr_flop_share 0 \
    setup_viol 0 \
    dr.pass1.iters 21 \
    die_x_um 355.9 \
    ys_area_sq_mm 0.05009 \
    cp.required_ns 14.16 \
    netlist_area_sq_mm 0.05009 \
    seqPwrFrac 0.512 \
    stdcell_count 5420 \
    end_kind "output port" \
    overflow 0 \
    power_density_mw_per_mm2 104.9 \
    cts-buffers-inserted 120 \
    openroad.warnings 30 \
    area_leaders "edfxtp_1 (62%), mux4_2 (15%), nor2_1 (8.0%)" \
    gp_congestion 0.9925 \
    power_frac_comb 0.064 \
    p_sw_mw 1.364 \
    wl_per_cell_um 29.28 \
    path_max_fanout 36 \
    postCtsSetupBuffers 0 \
    netSwitchingFraction 0.2271 \
    power.leakage_nw 17.62 \
    worst_pin_slew_ns 1.186 \
    coreArea_sq_mm 0.1240 \
    grt_start_max_net_pins 82 \
    grt_use_total 0.2779 \
    p_int_mw 4.642 \
    synth_flops 1137 \
    dr.first_iter.drc_count 2407 \
    mostFrequentLayoutCells "nor2_1 (1065), edfxtp_1 (1041), mux4_2 (336)" \
    drive_above_1_share 0.2026 \
    postCtsResizedCells 0 \
    fp_util 0.4041 \
    cts_root_buffer "clkbuf_16" \
    rr_endpoint "DMEM.data[268501014][6]" \
    min-delay-path-class "flip-flop to flip-flop" \
    worstSetupPathType "flip-flop to output port" \
    rsz0062_at_grt "false" \
    fin_skew_ns 0.04162 \
    clkLatencyLatePin_ns 0.73 \
    ctsHtreeMaxLevel 3 \
    synthCells 3562 \
    clk_path_buf_depth 3 \
    r2r-start "DMEM.initialize_address[20]" \
    top_cell_area_share 0.6240 \
    viasPerCell 5.824 \
    placed_area_sq_mm 0.05322 \
    critical_path_arrival_ns 6.02 \
    r2r_cells 8 \
    grt_pass1_vias 33110 \
    finalCriticalPeriod_ns 9.560 \
    syn_to_final_growth_pct 14.23 \
    hold_viol 0 \
    cts_tree "built" \
    port_buffers 65 \
    power.share.clock 0.424 \
    die_h_um 355.9 \
    wirelength_mm 158.7 \
    finalSetupTns_ns 0 \
    grt_pass1_wl_mm 229.5 \
    timing.hold.ws_ns 0.4666 \
]
-- area by class of cell --
| class | count | area [sq um] |
|---|---|---|
| antenna | 3 | 7.507 |
| clock buffer | 137 | 3087 |
| clock inverter | 91 | 908.4 |
| fill | 10740 | 66730 |
| inverter | 16 | 62.56 |
| multi-input combinational | 2148 | 15860 |
| sequential | 1137 | 33200 |
| tap | 1637 | 2048 |
| timing repair buffer | 251 | 2054 |
-- sequential cells by signal, indices dropped and copies added (netlist names), named ones only --
signal                      flops
IMEM.data                      17
DMEM.initialize_address        32
DMEM.data                    1024
terminate_interrupt             1
IMEM.CPU_execute_enable         1
IMEM.initialize_address        23
DMEM.DMEM_transmit_address     32
-- cells in the mapped netlist (3+ instances only) --
cell type,n
nor2_1,1065
and3_1,41
and2_1,6
xnor2_1,18
edfxtp_1,1041
nand2b_1,6
nor4_1,28
buf_2,35
dfxtp_1,96
xor2_1,6
buf_1,32
inv_1,15
a31o_2,6
nand2_1,233
nor3b_1,4
mux4_2,336
a31oi_1,3
or3_1,15
a21oi_1,27
mux2_2,21
a2111oi_0,4
nand3_1,42
a21o_1,18
o21ai_0,107
o31ai_1,15
clkbuf_1,192
or4_1,12
or2_2,3
nor3_1,20
nand4_1,32
nor2b_1,36
nor4b_1,6
and4_1,8
ha_1,6
-- layer usage --
layer	vias to the layer above	global-route usage	routed length (um)
met5	-	0.04189	570
met4	28	0.1076	8578
met3	431	0.2174	29520
met2	2308	0.3784	69020
met1	15290	0.3354	50990
li1	13510	-	-
-- kinds of logic after synthesis --
group | Yosys count | share of synthesized area
AOI/OAI and AO/OA | 190 | 0.02218
DFF | 1137 | 0.6624
adders and majority gates | 6 | 0.001499
buffers and inverters | 277 | 0.02193
xor gates and xnor gates | 24 | 0.004196
muxes | 359 | 0.1562
and+or+nand+nor | 1569 | 0.1316
-- power groups by stage --
stage                 registers [mW]  logic, mW  clock network, mW
after CTS                       3.08      0.377               2.58
after global routing            3.09      0.399               2.68
final                           3.08      0.384               2.54
-- critical path: stages (launching register included) --
cell	delay, ns
dfxtp_4	0.81
buf_4	0.64
buf_4	0.67
buf_4	0.69
mux4_2	0.59
mux4_2	0.58
mux4_2	0.50
mux2_2	0.32
clkdlybuf4s50_1	0.41
-- worst min-delay path by stage --
stage                          startpoint                     endpoint  slack (ns)  cells past startpoint
finish        DMEM.initialize_address[29]  DMEM.initialize_address[29]        0.47                      1
global route  DMEM.initialize_address[31]  DMEM.initialize_address[31]        0.48                      1
CTS           DMEM.initialize_address[29]  DMEM.initialize_address[29]        0.47                      1
No activity file was given, so power comes from the tool's default toggle rates.
